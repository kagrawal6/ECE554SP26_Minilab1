--- flow/run.sh ---
#!/bin/bash
# OpenROAD 26Q1-2900-gdf79404cd8, Yosys 0.63+post, stock flow scripts
make -C /OpenROAD-flow-scripts/flow DESIGN_CONFIG=/design/flow/config.mk WORK_HOME=/design/flow/orfs finish
--- flow/config.mk ---
export PLATFORM = sky130hd
export DESIGN_NAME = Minilab0
export DESIGN_NICKNAME = Minilab0
export VERILOG_FILES = /design/flow/design.v
export SDC_FILE = /design/flow/constraint.sdc
export NUM_CORES = 4
export LEC_CHECK = 1
export CORE_UTILIZATION = 50
--- flow/constraint.sdc ---
current_design Minilab0

set clk_period 13.9
set clk_io_pct 0.2

create_clock -name clk0 -period $clk_period [get_ports {CLOCK_50}]

set non_clock_inputs [all_inputs -no_clocks]
set_input_delay [expr $clk_period * $clk_io_pct] -clock clk0 $non_clock_inputs
set_output_delay [expr $clk_period * $clk_io_pct] -clock clk0 [all_outputs]
--- flow/design.v ---
module Minilab0(
	input 		          		CLOCK2_50,
	input 		          		CLOCK3_50,
	input 		          		CLOCK4_50,
	input 		          		CLOCK_50,
	output	reg	     [6:0]		HEX0,
	output	reg	     [6:0]		HEX1,
	output	reg	     [6:0]		HEX2,
	output	reg	     [6:0]		HEX3,
	output	reg	     [6:0]		HEX4,
	output	reg	     [6:0]		HEX5,
	output		     [9:0]		LEDR,
	input 		     [3:0]		KEY,
	input 		     [9:0]		SW
);
localparam DATA_WIDTH = 8;
localparam DEPTH = 8;
localparam FILL = 2'd0;
localparam EXEC = 2'd1;
localparam DONE = 2'd2;
parameter HEX_0 = 7'b1000000;		 
parameter HEX_1 = 7'b1111001;		 
parameter HEX_2 = 7'b0100100;		 
parameter HEX_3 = 7'b0110000;		 
parameter HEX_4 = 7'b0011001;		 
parameter HEX_5 = 7'b0010010;		 
parameter HEX_6 = 7'b0000010;		 
parameter HEX_7 = 7'b1111000;		 
parameter HEX_8 = 7'b0000000;		 
parameter HEX_9 = 7'b0011000;		 
parameter HEX_10 = 7'b0001000;	 
parameter HEX_11 = 7'b0000011;	 
parameter HEX_12 = 7'b1000110;	 
parameter HEX_13 = 7'b0100001;	 
parameter HEX_14 = 7'b0000110;	 
parameter HEX_15 = 7'b0001110;	 
parameter OFF   = 7'b1111111;		 
reg [1:0] state;
reg [DATA_WIDTH-1:0] datain [0:1];
reg [DATA_WIDTH*3-1:0] result;
wire rst_n;
wire [1:0] rden, wren, full, empty;
wire [DATA_WIDTH-1:0] dataout [0:1];
wire [DATA_WIDTH*3-1:0] macout;
genvar i;
generate
  for (i=0; i<2; i=i+1) begin : fifo_gen
    FIFO
    #(
    .DEPTH(DEPTH),
    .DATA_WIDTH(DATA_WIDTH)
    ) input_fifo
    (
    .clk(CLOCK_50),
    .rst_n(rst_n),
    .rden(rden[i]),
    .wren(wren[i]),
    .i_data(datain[i]),
    .o_data(dataout[i]),
    .full(full[i]),
    .empty(empty[i])
    );
  end
endgenerate
MAC
#(
.DATA_WIDTH(DATA_WIDTH)
) mac
(
.clk(CLOCK_50),
.rst_n(rst_n),
.En(&rden),
.Clr(1'b0),
.Ain(dataout[0]),
.Bin(dataout[1]),
.Cout(macout)
);
assign rst_n = KEY[0];
assign wren[0] = state == FILL;
assign wren[1] = wren[0];
assign rden[0] = state == EXEC;
assign rden[1] = rden[0];
integer j;
always @(posedge CLOCK_50 or negedge rst_n) begin
  if (~rst_n) begin
    state <= FILL;
	 result <= {(DATA_WIDTH*3){1'b0}};
	 for (j=0; j<2; j=j+1) begin
	   datain[j] <= {DATA_WIDTH{1'b0}};
	 end
  end
  else begin
    case(state)
	   FILL:
		begin
		  if (full) begin
		    state <= EXEC;
		  end
		  else begin
		    datain[0] <= datain[0] + 5;
			 datain[1] <= datain[1] + 10;
		  end
	   end	
		EXEC:
		begin
		  if (empty) begin
		    state <= DONE;
		  end
		end
		DONE:
		begin
		  result <= macout;
		end
	 endcase
  end
end
always @(*) begin
  if (state == DONE & SW[0]) begin
    case(macout[3:0])
      4'd0: HEX0 = HEX_0;
	   4'd1: HEX0 = HEX_1;
	   4'd2: HEX0 = HEX_2;
	   4'd3: HEX0 = HEX_3;
	   4'd4: HEX0 = HEX_4;
	   4'd5: HEX0 = HEX_5;
	   4'd6: HEX0 = HEX_6;
	   4'd7: HEX0 = HEX_7;
	   4'd8: HEX0 = HEX_8;
	   4'd9: HEX0 = HEX_9;
	   4'd10: HEX0 = HEX_10;
	   4'd11: HEX0 = HEX_11;
	   4'd12: HEX0 = HEX_12;
	   4'd13: HEX0 = HEX_13;
	   4'd14: HEX0 = HEX_14;
	   4'd15: HEX0 = HEX_15;
    endcase
  end
  else begin
    HEX0 = OFF;
  end
end
always @(*) begin
  if (state == DONE & SW[0]) begin
    case(macout[7:4])
      4'd0: HEX1 = HEX_0;
	   4'd1: HEX1 = HEX_1;
	   4'd2: HEX1 = HEX_2;
	   4'd3: HEX1 = HEX_3;
	   4'd4: HEX1 = HEX_4;
	   4'd5: HEX1 = HEX_5;
	   4'd6: HEX1 = HEX_6;
	   4'd7: HEX1 = HEX_7;
	   4'd8: HEX1 = HEX_8;
	   4'd9: HEX1 = HEX_9;
	   4'd10: HEX1 = HEX_10;
	   4'd11: HEX1 = HEX_11;
	   4'd12: HEX1 = HEX_12;
	   4'd13: HEX1 = HEX_13;
	   4'd14: HEX1 = HEX_14;
	   4'd15: HEX1 = HEX_15;
    endcase
  end
  else begin
    HEX1 = OFF;
  end
end
always @(*) begin
  if (state == DONE & SW[0]) begin
    case(macout[11:8])
      4'd0: HEX2 = HEX_0;
	   4'd1: HEX2 = HEX_1;
	   4'd2: HEX2 = HEX_2;
	   4'd3: HEX2 = HEX_3;
	   4'd4: HEX2 = HEX_4;
	   4'd5: HEX2 = HEX_5;
	   4'd6: HEX2 = HEX_6;
	   4'd7: HEX2 = HEX_7;
	   4'd8: HEX2 = HEX_8;
	   4'd9: HEX2 = HEX_9;
	   4'd10: HEX2 = HEX_10;
	   4'd11: HEX2 = HEX_11;
	   4'd12: HEX2 = HEX_12;
	   4'd13: HEX2 = HEX_13;
	   4'd14: HEX2 = HEX_14;
	   4'd15: HEX2 = HEX_15;
    endcase
  end
  else begin
    HEX2 = OFF;
  end
end
always @(*) begin
  if (state == DONE & SW[0]) begin
    case(macout[15:12])
      4'd0: HEX3 = HEX_0;
	   4'd1: HEX3 = HEX_1;
	   4'd2: HEX3 = HEX_2;
	   4'd3: HEX3 = HEX_3;
	   4'd4: HEX3 = HEX_4;
	   4'd5: HEX3 = HEX_5;
	   4'd6: HEX3 = HEX_6;
	   4'd7: HEX3 = HEX_7;
	   4'd8: HEX3 = HEX_8;
	   4'd9: HEX3 = HEX_9;
	   4'd10: HEX3 = HEX_10;
	   4'd11: HEX3 = HEX_11;
	   4'd12: HEX3 = HEX_12;
	   4'd13: HEX3 = HEX_13;
	   4'd14: HEX3 = HEX_14;
	   4'd15: HEX3 = HEX_15;
    endcase
  end
  else begin
    HEX3 = OFF;
  end
end
always @(*) begin
  if (state == DONE & SW[0]) begin
    case(macout[19:16])
      4'd0: HEX4 = HEX_0;
	   4'd1: HEX4 = HEX_1;
	   4'd2: HEX4 = HEX_2;
	   4'd3: HEX4 = HEX_3;
	   4'd4: HEX4 = HEX_4;
	   4'd5: HEX4 = HEX_5;
	   4'd6: HEX4 = HEX_6;
	   4'd7: HEX4 = HEX_7;
	   4'd8: HEX4 = HEX_8;
	   4'd9: HEX4 = HEX_9;
	   4'd10: HEX4 = HEX_10;
	   4'd11: HEX4 = HEX_11;
	   4'd12: HEX4 = HEX_12;
	   4'd13: HEX4 = HEX_13;
	   4'd14: HEX4 = HEX_14;
	   4'd15: HEX4 = HEX_15;
    endcase
  end
  else begin
    HEX4 = OFF;
  end
end
always @(*) begin
  if (state == DONE & SW[0]) begin
    case(macout[23:20])
      4'd0: HEX5 = HEX_0;
	   4'd1: HEX5 = HEX_1;
	   4'd2: HEX5 = HEX_2;
	   4'd3: HEX5 = HEX_3;
	   4'd4: HEX5 = HEX_4;
	   4'd5: HEX5 = HEX_5;
	   4'd6: HEX5 = HEX_6;
	   4'd7: HEX5 = HEX_7;
	   4'd8: HEX5 = HEX_8;
	   4'd9: HEX5 = HEX_9;
	   4'd10: HEX5 = HEX_10;
	   4'd11: HEX5 = HEX_11;
	   4'd12: HEX5 = HEX_12;
	   4'd13: HEX5 = HEX_13;
	   4'd14: HEX5 = HEX_14;
	   4'd15: HEX5 = HEX_15;
    endcase
  end
  else begin
    HEX5 = OFF;
  end
end
assign LEDR = {{8{1'b0}}, state};
endmodule
module FIFO
#(
  parameter DEPTH=8,
  parameter DATA_WIDTH=8
)
(
  input  clk,
  input  rst_n,
  input  rden,
  input  wren,
  input  [DATA_WIDTH-1:0] i_data,
  output [DATA_WIDTH-1:0] o_data,
  output full,
  output empty
);
  localparam ADDR_WIDTH = $clog2(DEPTH);
  reg [DATA_WIDTH-1:0] mem [0:DEPTH-1];
  reg [ADDR_WIDTH-1:0] rd_ptr;
  reg [ADDR_WIDTH-1:0] wr_ptr;
  reg [ADDR_WIDTH:0] count;
  assign full  = (count == DEPTH);
  assign empty = (count == 0);
  assign o_data = mem[rd_ptr];
  always @(posedge clk or negedge rst_n) begin
    if (~rst_n) begin
      wr_ptr <= {ADDR_WIDTH{1'b0}};
    end
    else if (wren && !full) begin
      mem[wr_ptr] <= i_data;
      wr_ptr <= wr_ptr + 1'b1;
    end
  end
  always @(posedge clk or negedge rst_n) begin
    if (~rst_n) begin
      rd_ptr <= {ADDR_WIDTH{1'b0}};
    end
    else if (rden && !empty) begin
      rd_ptr <= rd_ptr + 1'b1;
    end
  end
  always @(posedge clk or negedge rst_n) begin
    if (~rst_n) begin
      count <= {(ADDR_WIDTH+1){1'b0}};
    end
    else begin
      case ({wren && !full, rden && !empty})
        2'b10:   count <= count + 1'b1;   
        2'b01:   count <= count - 1'b1;   
        default: count <= count;           
      endcase
    end
  end
endmodule
module MAC #
(
  parameter DATA_WIDTH = 8
)
(
  input clk,
  input rst_n,
  input En,
  input Clr,
  input [DATA_WIDTH-1:0] Ain,
  input [DATA_WIDTH-1:0] Bin,
  output [DATA_WIDTH*3-1:0] Cout
);
  reg [DATA_WIDTH*3-1:0] accumulator;
  wire [DATA_WIDTH*2-1:0] product;
  assign product = Ain * Bin;
  assign Cout = accumulator;
  always @(posedge clk or negedge rst_n) begin
    if (~rst_n) begin
      accumulator <= {(DATA_WIDTH*3){1'b0}};
    end
    else if (Clr) begin
      accumulator <= {(DATA_WIDTH*3){1'b0}};
    end
    else if (En) begin
      accumulator <= accumulator + product;
    end
  end
endmodule
==> impl_metrics.ini <==
; yosys + openroad results
[global_route]
grt_max_degree = 42
grt_pass1_vias = 7447
grt_pass1_wl_um = 37000
grt_usage_pct = 21.4
grt_overflow = 0
antenna_found_initial = 0

[setup_path]
required_ps = 11120
cp_cell_sequence = clkdlybuf4s50_1, and3b_1, buf_4, o21ai_0, a21o_1, clkdlybuf4s50_1
cp_top_family = buffers and inverters
worstPathArrival_ps = 4530
crit_path_top_delay_cell = clkdlybuf4s50_1
end_kind = primary output
path_common_cell = clkdlybuf4s50_1
max_stage_delay_ps = 440
worst-path-buf-inv = 3
start_kind = input pin
cp_max_fo = 41
crit_type = input pin to primary output

[detailed_routing]
diodes = 0
drc = 16
via_per_inst = 5.53
vias = 7486
drt-pass1-iter-count = 49
wl_per_cell_um = 16.1
final_antenna_net_count = 0
drt-total-wl_um = 21700
drt-initial-drc-count = 345

[die]
die_w_um = 152
rows = 54
dieArea_mm2 = 0.0231
fp_util_pct = 51.3
die_h_um = 152
coreArea_mm2 = 0.0220
io_pins = 70

[logic_synthesis]
synth.logic.top_family = adder cells
yosys_cells = 1027
synth-xor-area-share_pct = 2.80
yosys.area.top_type_share_pct = 32.0
synth.mux.area_fraction_pct = 1.25
yosysSeqAreaShare_pct = 45.3
compound_area_share_pct = 14.1
synth_async_sr_flop_share_pct = 33.3
top_cells_by_area = edfxtp_1 (32%), dfrtp_1 (13%), ha_1 (11%), fa_1 (8.0%), inv_1 (3.7%)
simple_gate_share_pct = 11.5
ys_chip_area_mm2 = 0.0113
edf_count = 120
syn_avg_cell_area_um2 = 11.0
flop_cell = edfxtp_1
ys.flops = 180
yosys_warnings = 6
syn_area_mm2 = 0.0113
synth_cell_types = 70
synth_cells = 1027
ys_sh_adder_pct = 19.2
top_area_cell = edfxtp_1

[sta]
tightestPinTransition_ps = 803
rsz0062_at_grt = false
skew_ps = 12.0
drv_slew = 0
fin_crit_sh_pct = 52.6
finalHoldViolCount = 0
slew_headroom_pct = 46.5
setup_viol = 0
tns_ps = 0
clock.fmax_ghz = 0.137
layout_min_cycle_time_ps = 7310

[final_layout]
layout.cells.most_common = edfxtp_1
drive_gt1_share_pct = 6.80
syn2layout_area_growth_pct = 11.3
fin_area_mm2 = 0.0125
fillerInstances = 1877
most-common-layout-cells = edfxtp_1 (120), inv_1 (110), ha_1 (101)

[power_and_ir_drop]
p_clk_share_pct = 46.1
irDropWorstVdd_mv = 0.0777
p_comb_share_pct = 1.6
p_leak_uw = 0.00518
p_int_uw = 839
power_density_mw_per_mm2 = 86.3
p_sw_uw = 242
power_uw = 1080
seqPwrFrac_pct = 52.3
switching_share_pct = 22.4

[placement]
hpwl_um = 15700
port_buffers = 46
gp_congestion = 0.909
placed_area_mm2 = 0.0119

[clock_network]
clock_latency_ps = 430
htree_levels = 4
root_buffer = clkbuf_16
cts_tree = built
cts-resized-gates = 0
clk_pin_slew_ps = 70
numCtsBuffers = 17
cts_hold_buf = 0
clk_path_buf_depth = 2
cts_setup_buffers = 0
clock_sink_count = 180

[job]
warning_count = 76
maxCapViolations = 0

[run_status]
status = complete, but fails checks
violations = DRC

[worst_hold_path]
min_path_type = flip-flop to flip-flop
==> flip-flops by register name (all words and copies together), names as in the netlist <==
| signal | cells |
|---|---|
| fifo_gen.input_fifo.mem | 120 |
| fifo_gen.input_fifo.count | 8 |
| fifo_gen.input_fifo.rd_ptr | 6 |
| fifo_gen.input_fifo.wr_ptr | 6 |
| state | 2 |
| mac.accumulator | 23 |
| datain | 15 |
==> per-layer routing <==
metal / vias to the layer above / wire (um) / track usage (%)
li1: 3716 / - / -
met1: 3570 / 9740 / 32.5
met2: 183 / 10400 / 33.7
met3: 17 / 1390 / 7.09
met4: 0 / 229 / 1.99
met5: - / 0 / 0
==> worst register-to-register path, stage by stage, from the launching register on <==
cell and delay, ps:
dfrtp_1 870, inv_1 110, ha_1 380, nor4_4 340, nand2_2 250, nand3_1 130
o21ai_1 200, or2_2 360, fa_1 520, fa_1 540, inv_1 50, fa_1 530
inv_1 50, fa_1 520, inv_1 40, ha_1 230, a21oi_1 250, o21ai_0 170
a221oi_2 450, o21ai_0 140, a221o_1 300
==> cells in the mapped netlist (all sizes together), types with 3 or more instances <==
| master | n |
|---|---|
| edfxtp | 120 |
| inv | 111 |
| ha | 101 |
| nor2 | 82 |
| nand2 | 79 |
| dfrtp | 60 |
| o21ai | 58 |
| fa | 45 |
| a21oi | 36 |
| buf | 23 |
| clkbuf | 21 |
| nand3 | 21 |
| o211ai | 21 |
| and3 | 19 |
| xor2 | 19 |
| a21o | 18 |
| o311ai | 17 |
| xnor2 | 17 |
| a222oi | 13 |
| or2 | 13 |
| a221oi | 11 |
| a22oi | 11 |
| mux2 | 9 |
| nand2b | 9 |
| nor2b | 9 |
| nor3 | 8 |
| and2 | 7 |
| nand4 | 7 |
| nor4 | 6 |
| o21a | 6 |
| a21boi | 5 |
| a22o | 5 |
| o31a | 5 |
| a211oi | 4 |
| mux2i | 4 |
| or3 | 3 |
==> cell families after synthesis <==
kind of cell | Yosys count
other cells | 1
compound gates | 226
simple gates | 268
mux | 13
flops | 180
buf+inv | 157
xor+xnor | 36
fa+ha+maj | 146
==> power by group through the flow <==
stage	sequential [uW]	clock [uW]	combinational, uW
CTS	566	512	17.4
global route	566	535	19.4
finish	566	499	16.8
==> worst paths after layout <==
| check | start | end | slack [ps] | depth (start not counted) |
|---|---|---|---|---|
| setup / recovery | SW[0] | HEX0[2] | 6590 | 6 |
| hold / removal | fifo_gen[0].input_fifo.count[3] | fifo_gen[0].input_fifo.count[3] | 490 | 1 |
| setup reg to reg | fifo_gen[0].input_fifo.rd_ptr[2] | mac.accumulator[15] | 7340 | 20 |
| hold reg to reg | fifo_gen[0].input_fifo.count[3] | fifo_gen[0].input_fifo.count[3] | 490 | 1 |
| max in group asynchronous | KEY[0] | mac.accumulator[14] | 10690 | 3 |
| min in group asynchronous | KEY[0] | mac.accumulator[4] | 2380 | 2 |
==> metrics by stage <==
| stage | utilization, % | setup WS (ps) | instances | hold slack [ps] |
|---|---|---|---|---|
| floorplan | - | 7600 | 1034 | 457 |
| global placement | 54.3 | 6570 | 1321 | 478 |
| detailed placement | 54.3 | 6580 | 1321 | 484 |
| CTS | 57.1 | 6580 | 1353 | 496 |
| global route | 57.1 | 6410 | 1353 | 527 |
| finish | 57.1 | 6590 | 1353 | 489 |
==> area by class of cell <==
type                            count  area, um^2  area share (%)
Clock buffer                       17         425            3.39
Clock inverter                     15         200            1.60
Inverter                          113         429            3.42
Multi-Input combinational cell    697        5540            44.2
Sequential cell                   180        5100            40.7
Tap cell                          280         350            2.79
Timing Repair Buffer               51         493            3.93
No activity file was given, so power comes from the tool's default toggle rates.
