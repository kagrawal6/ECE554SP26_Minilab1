<file path="/design/flow/design.v">
module data_fetcher (
    input  logic        clk,
    input  logic        rst_n,
    input  logic        start,           
    output logic [31:0] mem_address,
    output logic        mem_read,
    input  logic [63:0] mem_readdata,
    input  logic        mem_readdatavalid,
    input  logic        mem_waitrequest,
    output logic [7:0]  fifo_data,       
    output logic [3:0]  fifo_sel,        
    output logic        fifo_wren,       
    output logic        done             
);
    typedef enum logic [2:0] {
        IDLE,
        READ_REQ,
        WAIT_DATA,
        WRITE_FIFO,
        FETCH_DONE
    } state_t;
    state_t state;
    logic [3:0]  row_cnt;       
    logic [2:0]  byte_cnt;      
    logic [63:0] row_data;      
    always_ff @(posedge clk or negedge rst_n) begin
        if (~rst_n) begin
            state    <= IDLE;
            row_cnt  <= 4'd0;
            byte_cnt <= 3'd0;
            row_data <= 64'd0;
        end
        else begin
            case (state)
                IDLE: begin
                    if (start) begin
                        row_cnt  <= 4'd0;
                        byte_cnt <= 3'd0;
                        state    <= READ_REQ;
                    end
                end
                READ_REQ: begin
                    state <= WAIT_DATA;
                end
                WAIT_DATA: begin
                    if (mem_readdatavalid) begin
                        row_data <= mem_readdata;
                        byte_cnt <= 3'd0;
                        state    <= WRITE_FIFO;
                    end
                end
                WRITE_FIFO: begin
                    if (byte_cnt == 3'd7) begin
                        if (row_cnt == 4'd8) begin
                            state <= FETCH_DONE;    
                        end
                        else begin
                            row_cnt <= row_cnt + 4'd1;
                            state   <= READ_REQ;    
                        end
                    end
                    else begin
                        byte_cnt <= byte_cnt + 3'd1;
                    end
                end
                FETCH_DONE: begin
                end
                default: state <= IDLE;
            endcase
        end
    end
    assign mem_address = {28'd0, row_cnt};
    assign mem_read    = (state == READ_REQ);
    assign fifo_sel  = row_cnt;
    assign fifo_wren = (state == WRITE_FIFO);
    assign fifo_data = row_data[(7 - byte_cnt) * 8 +: 8];
    assign done = (state == FETCH_DONE);
endmodule
</file>
<file path="/design/flow/run.sh">
#!/bin/bash
# OpenROAD 26Q1-2900-gdf79404cd8, Yosys 0.63+post, stock flow scripts
make -C /OpenROAD-flow-scripts/flow DESIGN_CONFIG=/design/flow/config.mk WORK_HOME=/design/flow/orfs finish
</file>
<file path="/design/flow/config.mk">
export PLATFORM = sky130hd
export DESIGN_NAME = data_fetcher
export DESIGN_NICKNAME = data_fetcher
export VERILOG_FILES = /design/flow/design.v
export SDC_FILE = /design/flow/constraint.sdc
export NUM_CORES = 4
export LEC_CHECK = 1
export CORE_UTILIZATION = 50
</file>
<file path="/design/flow/constraint.sdc">
current_design data_fetcher

set clk_period 2.8
set clk_io_pct 0.2

create_clock -name clk0 -period $clk_period [get_ports {clk}]

set non_clock_inputs [all_inputs -no_clocks]
set_input_delay [expr $clk_period * $clk_io_pct] -clock clk0 $non_clock_inputs
set_output_delay [expr $clk_period * $clk_io_pct] -clock clk0 [all_outputs]
</file>
==> flow_metrics.py <==
# Generated from Yosys and OpenROAD reports
metrics = {
    "routing": {
        "viasPerCell": 5.07,
        "routed_vias": 2260,
        "initial_drc_count": 72,
        "detail_route.antenna_diodes": 0,
        "number_of_nets_still_failing_antenna_checks_after_routing": 0,
        "drt_first_pass_iters": 4,
        "detail_route.wl_per_cell_um": 15.4,
        "wirelength_mm": 6.88,
        "drt_drc_violations_left": 0,
    },
    "clocking": {
        "tritoncts": "done",
        "cts_hold_buffers": 0,
        "numClockSinks": 76,
        "later_pin_clock_latency_in_the_skew_report_ps": 340,
        "ctsRootBufferMaster": "clkbuf_8",
        "htreeDepth": 3,
        "clk_pin_slew_ps": 80,
        "cts_made_buffers": 9,
        "max-clock-path-buffers": 2,
        "cts.repair_timing.setup_buffer_count": 0,
    },
    "outcome": {
        "run_status": "completed",
    },
    "logic_synthesis": {
        "ys_seq_elements": 76,
        "ys_seq_share_pct": 50.3,
        "edf_count": 0,
        "synthTopCellsByArea": "dfrtp_1 50%, mux2_2 20%, buf_4 6.3%, mux4_1 6.3%, mux4_2 4.2%",
        "syn-instance-count": 257,
        "async_reset_ff_share_pct": 100,
        "proportion_of_netlist_area_held_by_the_largest_area_contributor_pct": 49.6,
        "ff_type": "dfrtp_1",
        "largest_area_contributor_in_the_netlist": "dfrtp_1",
        "mean_cell_area_of_the_mapped_netlist_sq_um": 14.7,
        "ys_cells": 257,
        "yosys_area_sq_um": 3780,
        "yosysWarnings": 1,
        "yosys.cell_types.count": 35,
        "synth_top_cell_by_count": "dfrtp_1",
        "synth.cell_area_sq_um": 3780,
        "synth.cells.most_frequent": "75 x dfrtp_1, 66 x mux2_2, 32 x buf_4, 9 x mux4_1, 8 x buf_2",
    },
    "global_route": {
        "grt_pass1_vias": 2202,
        "grt_first_pass_wirelength_mm": 10.6,
        "busiest_layer": "met2",
        "initial_antenna_violation_count": 0,
        "gr-usage-met2_pct": 29.8,
        "grt_util_met3_pct": 4.87,
        "grt_start_max_net_pins": 63,
        "globalRouteTotalUtil_pct": 18.7,
        "grt.overflow.total": 0,
        "gr_met1_demand_resource_pct": 29.0,
    },
    "critical_path": {
        "timing.critical_path.required_ps": 2240,
        "crit_chain": "buf_12 > mux4_1 > mux2_4 > clkdlybuf4s50_1",
        "r2r_path_end": "byte_cnt[0]$_DFFE_PN0P_",
        "cp.arrival_ps": 2160,
        "crit_type": "register to output port",
        "setup.worst_path.end_class": "output port",
        "rr_startpoint": "byte_cnt[0]$_DFFE_PN0P_",
        "critical_path.n_buffers_inverters": 2,
        "cp_max_fo": 6,
        "critical_path.max_stage_delay_ps": 550,
        "crit_path_start_kind": "register",
        "timing.critical_path.slowest_stage_cell": "mux4_1",
        "r2r.worst_path.cells": 5,
        "worst-r2r-setup-slack_ps": 690,
        "timing.critical_path.max_delay_family": "multiplexers",
    },
    "finish": {
        "post_route_cells_drive_above_1_share_pct": 31.7,
        "area_delta_synth_final_pct": 27.5,
        "fill_cells": 577,
    },
    "pwr": {
        "sequentialPowerShare_pct": 41.8,
        "share_comb_of_total_power_pct": 39.6,
        "power.static_leakage_nw": 2.14,
        "p_int_w": 0.00347,
        "net-switching-power_w": 0.00117,
        "relative_contribution_of_the_clock_network_to_total_power_pct": 18.6,
        "max-vdd-ir-drop_v": 0.000542,
        "share_of_total_power_consumed_by_net_switching_pct": 25.2,
        "power.density_nw_per_um2": 962,
    },
    "floorplan": {
        "width_of_the_die_um": 89.0,
        "floorplan.core_util_pct": 51.9,
        "die_area_sq_um": 7920,
        "die_height_um": 89.0,
        "coreArea_sq_um": 7290,
        "rows": 31,
        "top_level_ports": 116,
    },
    "sta": {
        "final_hold_violating_endpoints": 0,
        "post-route-min-period_ps": 2720,
        "layout_setup_ws_ps": 78.9,
        "rsz_0062_raised_after_global_routing": "no",
        "fin_crit_sh_pct": 97.2,
        "setup_viol": 0,
        "finalMaxSlewViolations": 0,
        "achievable-frequency_mhz": 368,
        "slew_headroom_pct": 48.4,
        "timing.clock.skew_ps": 9.61,
        "totalNegativeSetupSlack_ps": 0,
        "worstMarginPinSlew_ps": 773,
    },
    "placed_design": {
        "buffer_ports.inserted": 86,
        "pre_cts_slack_ps": 346,
        "gpl.final_weighted_congestion": 0.811,
        "detailed_place_hpwl_mm": 4.66,
    },
    "run": {
        "openroad.warnings": 29,
        "timing.max_cap.violations": 0,
    },
    "min_path": {
        "hold_path_class": "primary input to asynchronous set/reset pin",
    },
}
==> kinds of logic after synthesis <==
kind of cell / Yosys count / synth area share, %
adders and majority gates: 5 / 1.65
and+or+nand+nor: 22 / 3.14
buffers and inverters: 50 / 9.03
DFF: 76 / 50.3
AOI/OAI and AO/OA: 12 / 2.41
other: 1 / 0.0991
muxes: 91 / 33.4
==> state kept, by name, indices dropped and copies added, names as in the netlist <==
signal / count
byte_cnt: 3
row_cnt: 4
row_data: 64
state: 5
==> cell usage in the layout, fill, tap and decap left out, types with 2 or more instances in the layout <==
cell type        Yosys  final
clkbuf_1             4      4
ha_1                 5      5
dfrtp_1             75     73
clkbuf_8             0      9
nand2b_1             4      4
conb_1               1     28
mux2_2              66     66
nand4_1              3      3
mux4_2               7     11
clkdlybuf4s50_1      0     85
mux2_4               7      7
inv_1                4      4
buf_4               32      6
bufinv_16            0      2
mux2i_1              2      2
o21ai_0              3      3
nand2_1              7      6
dfrtp_2              0      2
nand3_1              2      2
mux4_1               9      5
==> final cells by class <==
class	count	area, sq um	share of cell area [%]
flip-flops and latches	76	1910	39.5
clock inverters	2	60.1	1.25
multi-input cells	158	1630	33.7
repair buffers	94	952	19.7
well taps	99	124	2.57
clock buffers	13	139	2.88
inverters	4	15.0	0.311
==> repair_timing <==
item,4_1_cts,5_1_grt
cloned,0,1
resized,1,6
setup endpoints to repair,5,4
==> power by group through the flow <==
| stage | Clock (W) | Combinational (W) | Sequential, W |
|---|---|---|---|
| 4_1_cts | 0.000897 | 0.00182 | 0.00193 |
| 5_1_grt | 0.000948 | 0.00201 | 0.00201 |
| 6_report | 0.000864 | 0.00184 | 0.00194 |
==> metal layers <==
metal	wire length [um]	vias to the layer above
li1	-	1048
met1	3020	1137
met2	3380	68
met3	411	7
met4	72	0
met5	0	-
==> worst max path at each step <==
stage | start | to | slack [ps] | cells past startpoint
6_report | byte_cnt[1]$_DFFE_PN0P_ | fifo_data[0] | 80 | 4
5_1_grt | byte_cnt[1]$_DFFE_PN0P_ | fifo_data[0] | 9 | 4
4_1_cts | byte_cnt[1]$_DFFE_PN0P_ | fifo_data[6] | 30 | 4
==> through the flow <==
step           cells  utilization, %  total power [W]  hold WS (ps)  cell area, sq um
3_5_place_dp     430            63.2          0.00376           453              4610
6_report         446            66.1          0.00464           290              4820
2_1_floorplan    284               -          0.00310           264              3880
4_1_cts          445            65.9          0.00465           320              4810
5_1_grt          446            66.1          0.00497           336              4820
3_3_place_gp     430            63.2          0.00371           458              4610
Power is estimated from default activity; no workload was simulated.
